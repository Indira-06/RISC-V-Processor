### ./design.v
`timescale 1ns/1ps
`timescale 1ns/1ps
module full_adder (
    input a,
    input b,
    input cin,
    output sum,
    output cout
);
    wire xor1_out, and1_out, and2_out;
    xor u1 (xor1_out, a, b);
    xor u2 (sum, xor1_out, cin);
    and u3 (and1_out, a, b);
    and u4 (and2_out, cin, xor1_out);
    or u5 (cout, and1_out, and2_out);
endmodule
`timescale 1ns/1ps
module mux2to1(
    input sel,
    input in0,
    input in1,
    output out
);
    wire not_sel, and0_out, and1_out;
    not u1 (not_sel, sel);
    and u2 (and0_out, in0, not_sel);
    and u3 (and1_out, in1, sel);
    or u4 (out, and0_out, and1_out);
endmodule
module add_sub(
    input signed [63:0] in1,
    input signed [63:0] in2,
    input sub,
    output signed [63:0] sum_out,
    output signed [64:0] carry
);
    genvar i;
    wire [63:0] in2_mod;
    generate
        for (i = 0; i < 64; i = i + 1) begin : xor_sub
            xor(
                in2_mod[i],
                in2[i],
                sub
            );
        end
    endgenerate
    assign carry[0] = sub;  
    generate
        for (i = 0; i < 64; i = i + 1) begin : adder_chain
            full_adder fa(
                .a(in1[i]),
                .b(in2_mod[i]),
                .cin(carry[i]),
                .sum(sum_out[i]),
                .cout(carry[i+1])
            );
        end
    endgenerate
endmodule
module xor_(
    input [63:0] in1,
    input [63:0] in2,
    output [63:0] out
);
    genvar i;
    generate
        for (i = 0; i < 64; i = i + 1) begin : xor_chain
            xor (
                out[i],
                in1[i],
                in2[i]
            );
        end
    endgenerate
endmodule
module or_(
    input [63:0] in1,
    input [63:0] in2,
    output [63:0] out
);
    genvar i;
    generate
        for (i = 0; i < 64; i = i + 1) begin : or_chain
            or or_inst(
                out[i],
                in1[i],
                in2[i]
            );
        end
    endgenerate
endmodule
module and_(
    input [63:0] in1,
    input [63:0] in2,
    output [63:0] out
);
    genvar i;
    generate
        for (i = 0; i < 64; i = i + 1) begin : and_chain
            and and_inst(
                out[i],
                in1[i],
                in2[i]
            );
        end
    endgenerate
endmodule
module sll(
    input [63:0] in,
    input [63:0] shift_amt,
    output [63:0] sll_out
);
    wire [63:0] sll_shift0, sll_shift1, sll_shift2, sll_shift3, sll_shift4;
    wire [63:0] sll_inputs0a, sll_inputs0b;
    wire [63:0] sll_inputs1a, sll_inputs1b;
    wire [63:0] sll_inputs2a, sll_inputs2b;
    wire [63:0] sll_inputs3a, sll_inputs3b;
    wire [63:0] sll_inputs4a, sll_inputs4b;
    wire [63:0] sll_inputs5a, sll_inputs5b;
    genvar i;
    generate
        for (i = 0; i < 64; i = i + 1) begin : mux_inputs_sll
            assign sll_inputs0a[i] = in[i];
            assign sll_inputs1a[i] = sll_shift0[i];
            assign sll_inputs2a[i] = sll_shift1[i];
            assign sll_inputs3a[i] = sll_shift2[i];
            assign sll_inputs4a[i] = sll_shift3[i];
            assign sll_inputs5a[i] = sll_shift4[i];
            assign sll_inputs0b[i] = (i > 0)  ? in[i-1]          : 1'b0;
            assign sll_inputs1b[i] = (i > 1)  ? sll_shift0[i-2]  : 1'b0;
            assign sll_inputs2b[i] = (i > 3)  ? sll_shift1[i-4]  : 1'b0;
            assign sll_inputs3b[i] = (i > 7)  ? sll_shift2[i-8]  : 1'b0;
            assign sll_inputs4b[i] = (i > 15) ? sll_shift3[i-16] : 1'b0;
            assign sll_inputs5b[i] = (i > 31) ? sll_shift4[i-32] : 1'b0;
        end
    endgenerate
    generate
        for (i = 0; i < 64; i = i + 1) begin : sll_chain
            mux2to1 mux0(
                .sel(shift_amt[0]),
                .in0(sll_inputs0a[i]),
                .in1(sll_inputs0b[i]),
                .out(sll_shift0[i])
            );
            mux2to1 mux1(
                .sel(shift_amt[1]),
                .in0(sll_inputs1a[i]),
                .in1(sll_inputs1b[i]),
                .out(sll_shift1[i])
            );
            mux2to1 mux2(
                .sel(shift_amt[2]),
                .in0(sll_inputs2a[i]),
                .in1(sll_inputs2b[i]),
                .out(sll_shift2[i])
            );
            mux2to1 mux3(
                .sel(shift_amt[3]),
                .in0(sll_inputs3a[i]),
                .in1(sll_inputs3b[i]),
                .out(sll_shift3[i])
            );
            mux2to1 mux4(
                .sel(shift_amt[4]),
                .in0(sll_inputs4a[i]),
                .in1(sll_inputs4b[i]),
                .out(sll_shift4[i])
            );
            mux2to1 mux5(
                .sel(shift_amt[5]),
                .in0(sll_inputs5a[i]),
                .in1(sll_inputs5b[i]),
                .out(sll_out[i])
            );
        end
    endgenerate
endmodule
module sr(
    input [63:0] in,
    input [63:0] shift_amt,
    input [6:0] funct7,
    output [63:0] sr_out
);
    wire [63:0] sr_shift0, sr_shift1, sr_shift2, sr_shift3, sr_shift4;
    wire [63:0] sr_inputs0a, sr_inputs0b;
    wire [63:0] sr_inputs1a, sr_inputs1b;
    wire [63:0] sr_inputs2a, sr_inputs2b;
    wire [63:0] sr_inputs3a, sr_inputs3b;
    wire [63:0] sr_inputs4a, sr_inputs4b;
    wire [63:0] sr_inputs5a, sr_inputs5b;
    wire sr_bit;
    mux2to1 mux_sr(
        .sel(funct7[5]),
        .in0(1'b0),
        .in1(in[63]),
        .out(sr_bit)
    );
    genvar i;
    generate
        for (i = 0; i < 64; i = i + 1) begin : mux_inputs_sr
            assign sr_inputs0a[i] = in[i];
            assign sr_inputs1a[i] = sr_shift0[i];
            assign sr_inputs2a[i] = sr_shift1[i];
            assign sr_inputs3a[i] = sr_shift2[i];
            assign sr_inputs4a[i] = sr_shift3[i];
            assign sr_inputs5a[i] = sr_shift4[i];
            assign sr_inputs0b[i] = (i < 32) ? in[i+32]        : sr_bit;
            assign sr_inputs1b[i] = (i < 48) ? sr_shift0[i+16] : sr_bit;
            assign sr_inputs2b[i] = (i < 56) ? sr_shift1[i+8]  : sr_bit;
            assign sr_inputs3b[i] = (i < 60) ? sr_shift2[i+4]  : sr_bit;
            assign sr_inputs4b[i] = (i < 62) ? sr_shift3[i+2]  : sr_bit;
            assign sr_inputs5b[i] = (i < 63) ? sr_shift4[i+1]  : sr_bit;
        end
    endgenerate
    generate
        for (i = 0; i < 64; i = i + 1) begin : sr_chain
            mux2to1 mux0(
                .sel(shift_amt[5]),
                .in0(sr_inputs0a[i]),
                .in1(sr_inputs0b[i]),
                .out(sr_shift0[i])
            );
            mux2to1 mux1(
                .sel(shift_amt[4]),
                .in0(sr_inputs1a[i]),
                .in1(sr_inputs1b[i]),
                .out(sr_shift1[i])
            );
            mux2to1 mux2(
                .sel(shift_amt[3]),
                .in0(sr_inputs2a[i]),
                .in1(sr_inputs2b[i]),
                .out(sr_shift2[i])
            );
            mux2to1 mux3(
                .sel(shift_amt[2]),
                .in0(sr_inputs3a[i]),
                .in1(sr_inputs3b[i]),
                .out(sr_shift3[i])
            );
            mux2to1 mux4(
                .sel(shift_amt[1]),
                .in0(sr_inputs4a[i]),
                .in1(sr_inputs4b[i]),
                .out(sr_shift4[i])
            );
            mux2to1 mux5(
                .sel(shift_amt[0]),
                .in0(sr_inputs5a[i]),
                .in1(sr_inputs5b[i]),
                .out(sr_out[i])
            );
        end
    endgenerate
endmodule
module slt_sltu(
    input [63:0] sum_out,
    input [64:0] carry,
    output slt_out,
    output sltu_out
);
    assign slt_out = sum_out[63];
    not(
        sltu_out,
        carry[64]
    );
endmodule
module alu(
    input [31:0] instruction,
    input signed [63:0] in1,
    input signed [63:0] in2,
    output reg signed [63:0] out,
    output reg zero
);
    wire [2:0] funct3 = instruction[14:12];
    wire [6:0] funct7 = instruction[31:25];
    wire [6:0] opcode = instruction[6:0];
    wire signed [63:0] sum_out;
    wire signed [64:0] carry;
    wire sub;
    assign sub = ((funct3==3'h0 && funct7==7'h20 && opcode==7'b0110011) || (funct3==3'h2 && opcode==7'b0110011) || (funct3==3'h3 && opcode==7'b0110011) || (opcode==7'b1100011)) ? 1 : 0;
    add_sub add_sub_unit(
        .in1(in1),
        .in2(in2),
        .sub(sub),
        .sum_out(sum_out),
        .carry(carry)
    );
    wire [63:0] xor_out;
    wire [63:0] or_out;
    wire [63:0] and_out;
    xor_ xor_unit(
        .in1(in1),
        .in2(in2),
        .out(xor_out)
    );
    or_ or_unit(
        .in1(in1),
        .in2(in2),
        .out(or_out)
    );
    and_ and_unit(
        .in1(in1),
        .in2(in2),
        .out(and_out)
    );
    wire [63:0] sll_out;
    sll sll_unit(
        .in(in1),
        .shift_amt(in2),
        .sll_out(sll_out)
    );
    wire [63:0] sr_out;
    sr sr_unit(
        .in(in1),
        .shift_amt(in2),
        .funct7(funct7),
        .sr_out(sr_out)
    );
    wire slt_out;
    wire sltu_out;
    slt_sltu slt_sltu_unit(
        .sum_out(sum_out),
        .carry(carry),
        .slt_out(slt_out),
        .sltu_out(sltu_out)
    );
    always @(*) begin
        zero = (out == 0);
    end
    always @(*) begin
        if ((opcode == 7'b0000011) || (opcode == 7'b0100011)) begin
            out = sum_out;
        end
        else begin
            case (funct3)
                3'h0: out = sum_out;
                3'h4: out = xor_out;
                3'h6: out = or_out;
                3'h7: out = and_out;
                3'h1: out = sll_out;
                3'h5: out = sr_out;
                3'h2: out = {63'b0, slt_out};
                3'h3: out = {63'b0, sltu_out};
            endcase
        end
    end
endmodule
### ./run.sh
#!/bin/bash
# OpenROAD 26Q1-2900-gdf79404cd8, Yosys 0.63+post, stock flow scripts
make -C /OpenROAD-flow-scripts/flow DESIGN_CONFIG=/design/flow/config.mk WORK_HOME=/design/flow/orfs finish
### ./config.mk
export PLATFORM = sky130hd
export DESIGN_NAME = alu
export DESIGN_NICKNAME = alu
export VERILOG_FILES = /design/flow/design.v
export SDC_FILE = /design/flow/constraint.sdc
export NUM_CORES = 4
export LEC_CHECK = 1
export CORE_UTILIZATION = 30
### ./constraint.sdc
current_design alu

set clk_period 55.7
set clk_io_pct 0.2

create_clock -name clk0 -period $clk_period

set non_clock_inputs [all_inputs -no_clocks]
set_input_delay [expr $clk_period * $clk_io_pct] -clock clk0 $non_clock_inputs
set_output_delay [expr $clk_period * $clk_io_pct] -clock clk0 [all_outputs]
==> run_results.csv <==
group,metric,value,unit
synthesis,synthCells,2250,
final_timing,relSlewSlack,19.8,%
finish,flops,0,
die,fp_util,30.4,%
critical_path,worstPathRequired,44.56,ns
critical_path,worstPathArrival,42.02,ns
synthesis,mux_share,21.9,%
finish,drive_gt1_share,13.6,%
run_status,status,"completed",
global_routing,grt_max_degree,56,
finish,finalCoreUtilization,35.9,%
critical_path,crit_fanout,30,
critical_path,crit_family,"adder cells",
run,drv_cap,0,
power,switching_share,64.6,%
final_timing,fin_crit_sh,95.4,%
final_timing,setup_viol,0,
die,design.core.area,0.0552,mm^2
die,die_area,0.0569,mm^2
critical_path,crit_top_cell,"fa_1",
detailed_routing,drc_errors,0,
die,die_y,238,um
cts,cts_hold_buf,0,
die,die_width,238,um
finish,clock_buffer_count,0,
die,ios,225,
synthesis,simple_gate_area_share,15.4,%
placed_design,gp_congestion,1.10,
synthesis,ys_seq_share,0,%
final_timing,fmax,18.8,MHz
cts,cts-resized-gates,0,
power,p_leak,7.81,nW
global_routing,antenna_found_initial,19,
synthesis,synth_cell_types,88,
finish,seqCellArea,0,um^2
global_routing,first_global_vias,20300,
final_timing,rsz0062_at_grt,"no",
critical_path,crit_path_start_kind,"input port",
critical_path,cp-end-kind,"output port",
global_routing,gr-total-overflow,0,
synthesis,syn-mean-instance-area,7.46,um^2
critical_path,path_class,"in -> out",
detailed_routing,via_count,21700,
critical_path,critical_path.max_stage_delay,0.56,ns
synthesis,ys_cells,2250,
min_path,hold_start,"in2[0]",
final_timing,finalCriticalPeriod,53.16,ns
cts,post-cts-setup-buffers,0,
synthesis,netlist_logic_family_top,"AND-OR/OR-AND gates",
detailed_routing,viasPerCell,6.97,
power,p_int,0.0000827,W
die,floorplan.rows,86,
power,p_sw,0.000151,W
power,ir_drop,0.00698,mV
critical_path,slowest_stage,"clkdlybuf4s50_1",
synthesis,syn_area,0.0168,mm^2
placed_design,place_hpwl,101000,um
global_routing,grt_use_total,46.8,%
detailed_routing,routedWlPerCell,42.2,um
synthesis,adder_share,17.1,%
placed_design,port_buffers,210,
critical_path,worst-path-buf-inv,6,
finish,area_delta_synth_final,18.1,%
synthesis,ys.warnings.count,1,
final_timing,worst_slew_pin_slew,1.20,ns
power,power.density,11.8,mW/mm^2
min_path,hp-class,"in -> out",
final_timing,hold_violations,0,
critical_path,crit_path_start,"instruction[30]",
final_timing,final_max_slew_viol_count,0,
final_timing,setup_tns,0,ns
synthesis,ys_sh_aoi,32.8,%
detailed_routing,antenna_left,0,
run,warnings,112,
synthesis,ys_sh_xor,3.29,%
detailed_routing,wl,132000,um
detailed_routing,drt_iter0_drc,2731,
global_routing,grt_pass1_wl,177000,um
synthesis,ys_area,0.0168,mm^2
detailed_routing,first_pass_iters,8,
-- routing by layer --
metal  track usage (%)  vias to the layer above  wire length (um)
li1                  -                     8728                 -
met1              61.0                    10800             50800
met2              63.8                     1777             52400
met3              22.5                      434             19100
met4              24.8                       26              9150
met5             0.866                        -               161
-- layout by cell type, fill, tap and decap left out, types with 36 or more instances in the layout --
cell / instances
a21oi_1: 133
xnor2_1: 63
a22oi_1: 62
mux4_2: 70
nor2_1: 168
ha_1: 129
inv_1: 135
mux2_2: 64
buf_4: 144
nand3_1: 36
nand2_1: 208
o211ai_1: 52
nor3_1: 38
fa_1: 63
o21ai_0: 158
mux2i_1: 122
clkdlybuf4s50_1: 202
o22ai_1: 44
-- logic make-up (layout without fill, tap and decap cells) --
family	after synthesis	in the layout
compound gates	786	786
fa+ha+maj	192	192
mux	268	268
buf+inv	373	489
xor+xnor	63	63
other cells	0	5
simple gates	568	568
-- final timing paths --
path,end,cells after the start
setup / recovery,zero,83
hold / removal,out[11],4
-- stage by stage --
step	instances	worst slack (ns)	instance area (um^2)	total power, W	hold WS (ns)
CTS	3114	2.71	19800	0.000222	23.24
global route	3116	1.83	19800	0.000239	23.25
finish	3119	2.54	19800	0.000233	23.25
global placement	3114	2.74	19800	0.000222	23.24
detailed placement	3114	2.72	19800	0.000221	23.24
floorplan	2250	5.39	16800	0.000111	22.45
-- worst min-delay path: cells and delay by family --
kind | cells | cell delay, ns
AND/OR/NAND/NOR | 1 | 0.15
buffers and inverters | 2 | 0.63
AND-OR/OR-AND | 1 | 0.17
-- area by class of cell --
class,instances,area [um^2]
fillers,5796,35400
multi-input cells,1877,15200
repair buffers,349,3120
well taps,748,936
inverters,140,526
diodes,5,12.5
-- synthesized netlist by cell type, types with 16 or more instances --
cell type	n	area [um^2]
nand2_1	209	785
nor2_1	171	642
o21ai_0	158	791
inv_1	137	514
a21oi_1	133	666
ha_1	129	1610
mux2i_1	122	1220
clkbuf_1	117	439
mux4_2	70	1580
buf_2	66	330
mux2_2	64	721
fa_1	63	1260
xnor2_1	63	552
a22oi_1	62	465
o211ai_1	52	390
o22ai_1	44	275
nor3_1	38	190
nand3_1	36	180
buf_1	30	113
o221ai_1	28	245
a32oi_1	25	219
a22o_1	24	210
a211oi_1	23	173
a221oi_1	22	193
o211a_1	22	220
a31oi_1	17	106
a2bb2oi_1	16	140
and2_1	16	100
o2111ai_1	16	140
Power figures rest on the tool's default switching activity, not on a simulated workload.

`design/flow/run.sh`:
```
#!/bin/bash
# OpenROAD 26Q1-2900-gdf79404cd8, Yosys 0.63+post, stock flow scripts
make -C /OpenROAD-flow-scripts/flow DESIGN_CONFIG=/design/flow/config.mk WORK_HOME=/design/flow/orfs finish
```
`design/flow/config.mk`:
```
export PLATFORM = sky130hd
export DESIGN_NAME = register_file
export DESIGN_NICKNAME = register_file
export VERILOG_FILES = /design/flow/design.v
export SDC_FILE = /design/flow/constraint.sdc
export NUM_CORES = 4
export LEC_CHECK = 1
export CORE_UTILIZATION = 30
```
`design/flow/constraint.sdc`:
```
current_design register_file

set clk_period 20.5
set clk_io_pct 0.2

create_clock -name clk0 -period $clk_period

set non_clock_inputs [all_inputs -no_clocks]
set_input_delay [expr $clk_period * $clk_io_pct] -clock clk0 $non_clock_inputs
set_output_delay [expr $clk_period * $clk_io_pct] -clock clk0 [all_outputs]
```
`design/flow/design.v`:
```
module register_file(
    input clk,
    input [4:0] rs1,
    input [4:0] rs2,
    input [4:0] rd,
    input signed  [63:0] write_data,
    input reg_write,
    output signed  [63:0] read_data1,
    output signed  [63:0] read_data2
);
    reg signed [63:0] registers [0:31];
    assign read_data1 = (rs1 == 0) ? 64'b0 : registers[rs1];
    assign read_data2 = (rs2 == 0) ? 64'b0 : registers[rs2];
    always @(*) begin
        if (reg_write && rd != 0)
            registers[rd] <= write_data;
    end
    initial begin
        for(integer i = 0; i < 32; i = i + 1) begin
            registers[i] = 64'b0;
        end
    end
endmodule
```
==> flow_results.org <==
#+TITLE: Implementation results

** Critical path
- Cells along the critical path :: buf_4 -> buf_4 -> nand3b_1 -> buf_4 -> nor2_4 -> buf_4 -> a222oi_1 -> nand4b_1 -> o31ai_1 -> a221oi_1 -> clkdlybuf4s50_1
- STA classifies the critical path startpoint as an input pin.
- Arrival time at the worst endpoint :: 10.32 ns
- Among the stages of the critical path, the cell type that occurs most often is buf_4.
- By startpoint and endpoint, the worst setup path is classified as in2out.
- The STA report counts the stages on the worst setup path as 11.
- Highest net fanout along the worst path :: 21
- Slowest Stage Delay on Critical Path :: 1.00 ns
- Family with the most delay on the worst path :: buffers and inverters
- Buffers and inverters on the worst path :: 5
- The worst setup path is captured at a primary output.
- Data required, critical path :: 16.40 ns
- Slowest library cell on the worst path :: nor2_4

** Clocking
- Number of gates resized after CTS :: 0
- After clock tree synthesis, the setup repair step added 0 buffers.
- Hold bufs inserted after CTS :: 0

** Placement
- The post-placement cell area is 61800 µm².
- Post-DP HPWL :: 234000 µm
- Routability-driven placement finished with a final weighted congestion of 1.08.
- Input and output buffers added on the ports amount to 208.

** Finish
- The largest registers in the layout are registers (1984).
- Biggest register :: registers
- Finished Cell Area :: 62000 µm²
- P&R area growth vs syn :: 11.5%
- Layout cell share with drive strength beyond 1 :: 8.23%
- Largest register FFs :: 1984
- The finished layout reports a core utilization of 33.8%.

** Logic synthesis
- Yosys stat area :: 55600 µm²
- Number of enable flip-flop cells :: 0
- The synthesized netlist devotes 0% of its cell area to adder and majority cells.
- Distinct lib cells used :: 72
- Top area cell types :: dlxtn_1, a22oi_1, mux2i_1
- Number of warning messages in the yosys log :: 2
- Yosys stat cell total :: 5993
- In this run, synthesis produced a sequential element count of 1984.
- Synthesized-area fraction occupied by xor and xnor cells :: 0%
- The most used flip-flop cell after synthesis is dlxtn_1.
- In the synthesized netlist, the number of instances is 5993.
- Per the post-synthesis stats, the area per cell is 9.27 µm².
- Share of the synthesized area in the top cell type :: 53.6%
- MUX area fraction :: 3.88%
- Before any placement, the netlist area is recorded as 55600 µm².
- The biggest area contributor in the post-synthesis netlist is dlxtn_1.
- Of the combinational cells, the family taking the most area is AND-OR/OR-AND gates.
- Sorting the synthesis cell report by count puts at the top dlxtn_1.
- Of all flip-flops after synthesis, the portion carrying an async set or reset was 0%.
- Post-synthesis simple-gate area fraction :: 9.89%
- Most frequent cells after synthesis :: dlxtn_1, a22oi_1, nand2_1, a21oi_1, buf_2
- In this run, the synthesized area fraction spent on AND-OR/OR-AND gates is recorded as 28.7%.

** Final timing
- Relative slew slack :: 14.3%
- Share of the cycle needed by the critical path after routing :: 70.3%
- Setup total negative slack on the finished layout was measured at 0 ns.
- Endpoints failing hold in the final report were tallied at 0.
- Setup repair after global routing left no endpoint under its margin.
- 1984 endpoints have no timing constraint.
- The pin closest to its max-slew limit shows a slew of 1.28 ns.
- Number of register pins that no clock reaches :: 1984
- From the final report, the count of setup violators was given as 0.
- Per the final report, max-transition violations number 0.
- FMAX :: 69.3 MHz
- Final min period :: 14.42 ns

** Floorplanning
- Total die area :: 187000 µm²
- The total area inside the core boundary comes to 183000 µm².
- Floorplan Utilization :: 30.3%
- Boundary Pins :: 209
- Cell Rows :: 157
- According to the floorplan report, the die width is 432 µm.
- Overall die height :: 432 µm

** Route
- DRC viols :: 0
- The first TritonRoute pass finished after 10 iterations.
- Detailed Route Iter0 Violations :: 9626
- The routed design shows a wire length per standard cell of 47.2 µm.
- For this block, the routed nets add up to 406000 µm of wire.
- The routed design shows a via density per instance of 7.48.
- Once detail routing completed, the nets flagged for antenna violations numbered 0.
- Count of vias placed by the detailed router :: 64300

** Global route
- The number of global-route vias before repair was 60600.
- Tot GR Track Use :: 43.4%
- Initial antenna violation count :: 61
- The global route stage reports its total congestion overflow as 0.
- Wire length of the first global-routing pass :: 532000 µm
- Pin count of the biggest net entering global routing :: 59

** Pwr
- Per the power-grid run, VDD falls by no more than 8.48 µV.
- Standby leakage power :: 26.7 nW
- Total power normalized to cell area comes to 18.2 nW/µm².
- Net switching is 54.7% of the power.
- The power report puts the net switching power at 617 µW.
- Total power for the finished layout comes to 1.13 mW.
- The internal portion of the total power is 510 µW.

** Worst hold path
- Instance count along the most critical hold path :: 4
- Classification of the worst-slack hold path :: in2out

** Job
- Stage-log warning count :: 35
- Maximum capacitance violations :: 0

** Run status
- The flow ran to the end, and the final reports show no timing, DRC or antenna violations.
[layer usage]
metal  global-route usage (%)  routed length, µm
met1                     47.2             129000
met2                     55.1             150000
met3                     33.2              80200
met4                     34.1              45400
met5                     4.45               1160
[cells by family after synthesis]
kind of cell,after synthesis
compound gates,2194
latches,1984
simple gates,1131
buf+inv,477
mux,207
[through the flow]
stage	hold WS [ns]	instances	setup WS, ns
final	9.02	8599	6.08
after global routing	9.05	8543	6.45
after CTS	9.03	8528	7.00
after detailed placement	9.02	8528	6.99
after global placement	9.03	8528	6.98
after floorplan	8.62	5993	10.80
[cell usage in the layout (no fill, tap or decap), types with 79 or more instances in the layout]
| master | instances |
|---|---|
| nand4_1 | 157 |
| nand2_1 | 397 |
| mux2i_1 | 169 |
| clkdlybuf4s50_1 | 198 |
| nor3_1 | 95 |
| nor2_1 | 131 |
| dlxtn_1 | 1984 |
| a21oi_1 | 284 |
| a22oi_1 | 1380 |
| buf_4 | 340 |
| a22o_1 | 79 |
[path summary, 6_finish.rpt]
| path | from | to | slack [ns] |
|---|---|---|---|
| hold / removal | rs2[0] | read_data2[55] | 9.02 |
| setup / recovery | rs2[4] | read_data2[42] | 6.08 |
[layout make-up]
cell class | instances | area, µm²
Inverter | 5 | 18.8
Multi-Input combinational cell | 3532 | 24300
Antenna cell | 71 | 178
Fill cell | 18700 | 122000
Tap cell | 2464 | 3080
Sequential cell | 1984 | 29800
Timing Repair Buffer | 543 | 4600
Power is estimated from default activity; no workload was simulated.
